==> /design/flow/config.mk <==
export PLATFORM = sky130hd
export DESIGN_NAME = vga
export DESIGN_NICKNAME = vga
export VERILOG_FILES = /design/flow/design.v
export SDC_FILE = /design/flow/constraint.sdc
export NUM_CORES = 4
export LEC_CHECK = 1
export CORE_UTILIZATION = 40
==> /design/flow/constraint.sdc <==
current_design vga

set clk_period 10.8
set clk_io_pct 0.2

create_clock -name clk0 -period $clk_period [get_ports {clck}]

set non_clock_inputs [all_inputs -no_clocks]
set_input_delay [expr $clk_period * $clk_io_pct] -clock clk0 $non_clock_inputs
set_output_delay [expr $clk_period * $clk_io_pct] -clock clk0 [all_outputs]
==> /design/flow/design.v <==
module ball
  (input logic       clck,
   input logic       reset,
   input logic [9:0] vgax,
   input logic [8:0] vgay,
   input logic       update,
   input logic [9:0] paddleX,
   output logic      pixel);
   const int    SCREEN_WIDTH  = 640;
   const int    SCREEN_HEIGHT = 480;
   const int    BALL_SIZE = 10;
   logic [9:0]  x;
   logic [9:0]  y;
   logic [3:0]  xv;
   logic [3:0]  yv;
   always_ff @(posedge clck) begin
      if(reset) begin
         x = SCREEN_WIDTH / 2 - BALL_SIZE / 2;
         y = SCREEN_HEIGHT / 2 - BALL_SIZE / 2;
         xv = 5;
         yv = 5;
      end else begin
         if(update) begin
            x = x + xv - 4;
            y = y + yv - 4;
            if(xv < 4 && x < 8 - xv) begin
               xv = 8 - xv;
            end else if(xv > 4 && x >= SCREEN_WIDTH - BALL_SIZE - (xv - 4)) begin
               xv = 8 - xv;
            end
            if(yv < 4 && y < 8 - yv) begin
               yv = 8 - yv;
            end else if(yv > 4 && (y >= 440 - BALL_SIZE - (yv - 4) && x + BALL_SIZE >= paddleX && x <= paddleX + 50)) begin
               yv = 8 - yv;
               if(x + 10 - paddleX < 60 / 5)
                 if(xv < 3) xv = 1; else xv -= 2;
               else if(x + 10 - paddleX < 2 * 60 / 5)
                 if(xv < 2) xv = 1; else xv -= 1;
               else if(x + 10 - paddleX < 3 * 60 / 5);
               else if(x + 10 - paddleX < 4 * 60 / 5)
                 if(xv > 6) xv = 7; else xv += 1;
               else if(x + 10 - paddleX < 5 * 60 / 5)
                 if(xv > 5) xv = 7; else xv += 2;
            end else if(yv > 4 && 
                        (y >= SCREEN_HEIGHT - BALL_SIZE - (yv - 4))) begin
               yv = 8 - yv;
            end
         end else begin
         end
      end
   end  
   always_ff @(negedge clck) begin
      pixel = vgax >= x && vgax <= x + BALL_SIZE && vgay >= y && vgay <= y + BALL_SIZE;
   end
endmodule
module debounce
  (input logic  btn,
   input logic  clck,
   output logic debounced
   );
   logic [9:0]  divide;
   logic [15:0] buffer;
   always_ff @(posedge clck) begin
      if(divide == 0) begin
         buffer[15:1] = buffer[14:0];
         buffer[0] = ~btn;
         debounced = |buffer;
      end
      divide += 1;
   end
endmodule
module paddle
  (input logic        left,
   input logic        right,
   input logic        update,
   input logic        clck, 
   input logic [9:0]  vgax,
   input logic [8:0]  vgay,
   output logic       pixel,
   output logic [9:0] x);
   const int         SCREEN_WIDTH = 640;
   const int         PADDLE_WIDTH = 50;
   const int         PADDLE_MIN_Y = 440;
   const int         PADDLE_MAX_Y = 460;
   const int         X_SPEED = 2;
   always_ff @(posedge update) begin
      if(!left && right) begin
         if(x + X_SPEED + PADDLE_WIDTH >= SCREEN_WIDTH) begin
            x = SCREEN_WIDTH - PADDLE_WIDTH;
         end else begin
            x += X_SPEED;
         end
      end else if(left && !right) begin
         if(x <= X_SPEED + 2) begin
            x = 2;
         end else begin
            x -= X_SPEED;
         end
      end
   end
   always_ff @(negedge clck) begin
      pixel = vgay >= PADDLE_MIN_Y && vgay <= PADDLE_MAX_Y && vgax >= x && vgax <= x + PADDLE_WIDTH;
   end
endmodule
module hsync_controller
  (input logic        reset,
   input logic        clck,
   output logic       sync,
   output logic [9:0] x,
   output logic       lineStart,
   input logic        activeLine);
   logic [9:0]        counter;
   const int          FRONT_PORCH = 16;
   const int          SYNC_WIDTH = 96;
   const int          BACK_PORCH = 48;
   const int          ACTIVE_PIXELS = 640;
   always_ff @(posedge clck) begin
      if(reset) begin
         counter = 0;
      end else begin
         if(counter == FRONT_PORCH + SYNC_WIDTH + BACK_PORCH + ACTIVE_PIXELS - 1) begin
            counter = 0;
         end else begin         
            counter++;
         end
      end
   end
   always_ff @(negedge clck) begin
      if(!reset) begin
         sync = activeLine & (counter < FRONT_PORCH || counter >= FRONT_PORCH + SYNC_WIDTH);
         if(counter == 0) begin
            lineStart = 1;
         end else begin
            lineStart = 0;
         end
         if(counter < FRONT_PORCH + SYNC_WIDTH + BACK_PORCH) begin
            x = 0;
         end else begin
            if(activeLine) begin
               x = counter - (FRONT_PORCH + SYNC_WIDTH + BACK_PORCH);
            end else begin
               x = 0;
            end
         end
      end
   end
endmodule
module vsync_controller
  (input logic        reset,
   input logic        clck,
   input logic        lineStart,
   output logic       vsync,
   output logic [8:0] y,
   output logic       activeLine);
   logic [9:0]        counter;
   const int          FRONT_PORCH = 10;
   const int          SYNC_WIDTH = 2;
   const int          BACK_PORCH = 33;
   const int          ACTIVE_LINES = 480;
   always_ff @(posedge clck) begin
      if(!reset) begin
         if(lineStart) begin
            vsync = counter < FRONT_PORCH || counter >= FRONT_PORCH + SYNC_WIDTH;
            activeLine = counter >= FRONT_PORCH + SYNC_WIDTH + BACK_PORCH;
            if(counter < FRONT_PORCH + SYNC_WIDTH + BACK_PORCH) begin
               y = 0;
            end else begin
               y = counter - (FRONT_PORCH + SYNC_WIDTH + BACK_PORCH);
            end
         end
      end
   end
   always_ff @(negedge clck) begin
      if(reset) begin
         counter = 0;
      end else begin
         if(lineStart) begin
            if(counter == FRONT_PORCH + SYNC_WIDTH + BACK_PORCH + ACTIVE_LINES - 1) begin
               counter = 0;
            end else begin
               counter++;
            end
         end
      end
   end
endmodule
module poweronreset
  (input logic  clck,
   output logic reset);
   logic [5:0]  counter;
   always_ff @(posedge clck) begin
      if(counter == 0) begin
         reset = 0;
      end else begin
         reset = 1;
         counter++;
      end
   end
endmodule
module vga
  (input logic  clck,
   input logic  left_btn,
   input logic  right_btn,
   output logic hsync,
   output logic vsync,
   output logic r,
   output logic g,
   output logic b);
   logic        reset;
   logic        lineStart;
   logic        activeLine;
   logic [9:0]  x;
   logic [8:0]  y;
   poweronreset por(clck, reset);
   hsync_controller hsc(reset, clck, hsync, x, lineStart, activeLine);
   vsync_controller vsc(reset, clck, lineStart, vsync, y, activeLine);
   logic left;
   logic right;
   debounce ldb(left_btn, clck, left);
   debounce rdb(right_btn, clck, right);
   logic paddle_update;
   logic paddle_pixel;
   logic [9:0] paddleX;
   paddle pad(left, right, paddle_update, clck, x, y, paddle_pixel, paddleX);
   logic ball_update;
   logic ball_pixel;
   ball ball_(clck, reset, x, y, ball_update, paddleX, ball_pixel);
   logic [2:0] paddleColour;
   logic       paddleColourUpdate;
   assign paddleColourUpdate = left || right;
   always_ff @(posedge paddleColourUpdate or posedge reset) begin
      if(reset) begin
         paddleColour = 1;
      end else begin
         if(paddleColour == 7) begin
            paddleColour = 1;
         end else begin
            paddleColour += 1;
         end
      end
   end
   logic [2:0] update_counter;
   always_ff @(posedge clck) begin
      case(update_counter)
        0 : begin
           paddle_update = 1;           
        end
        1 : begin
           paddle_update = 0;
           ball_update = 1;
        end
        2 : begin
           ball_update = 0;
        end
      endcase
   end
   always_ff @(negedge clck) begin
      case(update_counter)
        0 : begin
           update_counter = 1;
        end
        1 : begin
           update_counter = 2;
        end
        2 : begin
           if(activeLine) begin
              update_counter = 3;
           end
        end
        3 : begin
           if(!activeLine) begin
              update_counter = 0;
           end
        end
        default : begin
           update_counter = 2;
        end
      endcase
   end
   assign r = (paddle_pixel & paddleColour[0]) | ball_pixel;
   assign g = (paddle_pixel & paddleColour[1]) | ball_pixel;
   assign b = (paddle_pixel & paddleColour[2]) | ball_pixel;
endmodule
==> /design/flow/run.sh <==
#!/bin/bash
# OpenROAD 26Q1-2900-gdf79404cd8, Yosys 0.63+post, stock flow scripts
make -C /OpenROAD-flow-scripts/flow DESIGN_CONFIG=/design/flow/config.mk WORK_HOME=/design/flow/orfs finish
==> run summary <==
flow finished, numbers: area grow syn2layout 10.3%, CP Class reg -> out, Via density 5.39, Hold Buf Count CTS 0, layout cells sized above 1 7.05%, Placed Area 11500 sq um, core area 27000 sq um, Pleak 5.20 nW, port buffer count 7, r2r startpoint ball_.x[1], CTS resizes 0, Setup crit end r, Vias 8338, Slew @ Worst Pin 926 ps, crit path max-delay cell type clkdlybuf4s50_1, Fin Setup TNS 0 ps, Flops after synth 146, final setup fails 0, remaining antenna violation count 0, Initial Util 40.9%, Critical Path AT 6750 ps, Max-Slew Margin vs Limit 38.2%, first-pass GRT wire length 39400 um, largest net degree at the start of global routing 40, routed len/inst 15.0 um, initial antenna violation count 0, reg2reg path depth 12, peak supply drop 0.000111 V, chip footprint 28300 sq um, vias in the first global route 7925, WP depth 2, Die Ht 168 um, filler cell count 2508, routed wire length 23100 um, # Cells Yosys 1166, Synth Cell Area 11100 sq um, Tot Pwr 1.16 mW, Synth Seq Share 33.3%, post-CTS setup buffer count 0, router iterations before antenna repair 5, Final Hold Viols 0, Num CTS Buffers 17, Final Util 45.1%, largest delay contributor family on the critical path buffers and inverters, Setup WS pre-CTS 2320 ps, RSZ-0062 raised after global routing false, register pins left without a clock 12, Clk pin slew, worst setup/hold paths 60 ps, gr usage total 17.6%, Main synth FF type edfxtp_1, DR DRC count 0, Distinct lib cells used 95, CP bufs+invs 1, initial drt markers 408, Chip Area, Yosys 11100 sq um, CP Capture Type output pin, tool warnings 91, placer congestion estimate 0.900, deepest clock path buffer count 2, die width 168 um, CP required 8640 ps, Final Max-Slew Violation Tally 0, crit-path cells a21o_1 > clkdlybuf4s50_1, clk latency of the worst-skew pair 450 ps, detailed placer's ending HPWL 17700 um, slowest stage delay, CP 450 ps, total of warnings raised by yosys 7, ANT cells 0, CTS tree yes, syn avg cell area 9.48 sq um, dominant logic cell types in the final layout ha_1, inv_1, nor2_1, edfxtp_1, xnor2_1, Final WS setup 1890 ps, startpoint types flop, Mapped Cells 1166, H-tree depth 4, min-delay worst type reg -> reg, GRT overflow 0, skew final 40.6 ps, crit path max fanout 3, row count 60, Design Area, Final 12200 sq um, CP startpoint pad.pixel, status completed, CTS root buf clkbuf_16, PD cells 94.9 nW/um^2, most numerous logic cell after layout ha_1, # Max-Cap Violations 0, I/O pins 8, Async SR Flop Fraction 2.05%, Reg-to-Reg End ball_.pixel, flip-flops with a built-in enable 74, endpoints left unconstrained 21, reg2reg setup slack 2330 ps
[cell type report]
| class | instances | area, sq um | share of cell area (%) |
|---|---|---|---|
| Sequential cell | 146 | 3680 | 30.2 |
| Tap cell | 341 | 427 | 3.50 |
| Multi-Input combinational cell | 896 | 6890 | 56.5 |
| Timing Repair Buffer | 17 | 145 | 1.19 |
| Clock inverter | 39 | 234 | 1.92 |
| Clock buffer | 19 | 475 | 3.90 |
| Inverter | 89 | 334 | 2.74 |
[cells in the mapped netlist, types with 4 or more instances]
library cell	count	area share [%]
or4_1	4	0.27
xnor2_1	71	5.6
a211oi_1	6	0.41
nand4_1	18	1.0
nor3b_1	4	0.27
o21a_1	18	1.2
ha_1	172	19
o21ai_0	32	1.4
or3_1	8	0.45
and3_1	12	0.68
nor3_1	18	0.82
a2111oi_0	5	0.40
nor2_1	107	3.6
a221oi_1	4	0.32
dfxtp_1	69	12
inv_1	87	3.0
nor4_1	17	0.96
o41ai_1	6	0.48
mux2i_1	10	0.91
buf_1	5	0.17
a211o_1	7	0.55
nand2_1	66	2.2
nand2b_1	14	0.79
a31oi_1	13	0.74
xor2_1	26	2.1
o22ai_1	7	0.40
edfxtp_1	74	20
nor2b_1	14	0.79
or2_2	9	0.51
and2_1	6	0.34
a211oi_2	4	0.45
clkbuf_1	23	0.78
a21o_1	25	1.7
a21oi_1	46	2.1
o211ai_1	27	1.8
nand3_1	45	2.0
[state kept, by name (all words and copies together) (netlist names), 3 cells and up]
| name | flops |
|---|---|
| ball_.x | 10 |
| pad.x | 9 |
| ball_.y | 10 |
| ball_.xv | 4 |
| rdb.buffer | 15 |
| ldb.buffer | 15 |
| vsc.counter | 10 |
| por.counter | 6 |
| ldb.divide | 10 |
| hsc.x | 10 |
| paddleColour | 3 |
| rdb.divide | 10 |
| hsc.counter | 10 |
| vsc.y | 9 |
[per-stage QoR]
step                      cells  hold WS, ps
after floorplan            1166          427
after global placement     1490          433
after detailed placement   1490          435
after CTS                  1547          452
after global routing       1547          460
final                      1547          450
[power breakdown]
part	switching [mW]	internal, mW	leakage (nW)
sequential	0	0.529	1.33
clock	0.261	0.366	0.441
combinational	0.000434	0.000755	3.43
[how the worst min path moves through the flow]
stage	startpoint	slack [ps]	endpoint	cells after the start
6_report	rdb.buffer[11]	450	rdb.buffer[12]	0
5_1_grt	rdb.buffer[11]	460	rdb.buffer[12]	0
4_1_cts	rdb.buffer[0]	450	rdb.buffer[1]	0
[cells by family (layout without fill, tap and decap cells)]
family | Yosys count | in the layout | share of synthesized area, %
simple gates | 360 | 360 | 16.3
compound gates | 251 | 251 | 17.0
fa+ha+maj | 174 | 174 | 19.8
flops | 146 | 146 | 33.3
buf+inv | 124 | 164 | 4.47
xor+xnor | 98 | 98 | 7.84
mux | 12 | 12 | 1.21
other cells | 1 | 1 | 0.0339
[per-layer routing]
metal	vias to the layer above	GRT usage [%]	part of all wire (%)
li1	4329	-	-
met1	3841	27.8	51
met2	144	26.4	42
met3	24	3.11	4.7
met4	0	2.92	2.0
met5	-	0	0
Power figures rest on the tool's default switching activity, not on a simulated workload.
